--- flow/config.mk ---
export PLATFORM = sky130hd
export DESIGN_NAME = test4
export DESIGN_NICKNAME = test4
export VERILOG_FILES = /design/flow/design.v
export SDC_FILE = /design/flow/constraint.sdc
export NUM_CORES = 4
export LEC_CHECK = 1
export CORE_UTILIZATION = 50
--- flow/design.v ---
module test4(a,b,c,clk,cr);
	   input [7:0]a,b;
		input clk,cr; 
	   output reg[15:0]c;
	   integer i,b1;
     always @(posedge clk)
	  begin
	    if(cr==0)
		    c=16'b0000_0000_0000_0000;
	    else
            begin
	           b1=a;
	           c = 16'b0000_0000_0000_0000; 
	           for (i=0;i<8;i=i+1)
		          begin
			         if(b[i] == 1)  
				        c = c + b1;
		              b1 = b1*2; 
		          end 
            end
			end
endmodule
--- flow/constraint.sdc ---
current_design test4

set clk_period 13.8
set clk_io_pct 0.2

create_clock -name clk0 -period $clk_period [get_ports {clk}]

set non_clock_inputs [all_inputs -no_clocks]
set_input_delay [expr $clk_period * $clk_io_pct] -clock clk0 $non_clock_inputs
set_output_delay [expr $clk_period * $clk_io_pct] -clock clk0 [all_outputs]
--- flow/run.sh ---
#!/bin/bash
# OpenROAD 26Q1-2900-gdf79404cd8, Yosys 0.63+post, stock flow scripts
make -C /OpenROAD-flow-scripts/flow DESIGN_CONFIG=/design/flow/config.mk WORK_HOME=/design/flow/orfs finish
==> results.txt <==
run results: CP startpoint=a[1], post-CTS clock slew at the launch and capture registers of the worst setup and hold paths=50 ps, overall die width=around 86 µm, Area contributors post-synth=sky130_fd_sc_hd__ha_1 21%, sky130_fd_sc_hd__dfxtp_1 9.0%, sky130_fd_sc_hd__xnor2_1 5.2%, sky130_fd_sc_hd__a21oi_1 4.9%, sky130_fd_sc_hd__fa_1 3.9%, per-instance average area after synthesis=roughly 7.7 µm², most used cell, CP=sky130_fd_sc_hd__ha_1, share of synthesized registers carrying an async set or reset=0%, critical path required time=roughly 14,000 ps, weighted congestion reported at the end of routability-driven placement=between 0.9 and 1, worst slack at placement=around 1600 ps, total via count in the routed design=between 3k and 4k, area grow syn2layout=12.86%, Mapped Area=approximately 3600 µm², layout cell share with drive strength beyond 1=5.738%, initial antenna violation count=0, critical-path cell with the highest stage delay=sky130_fd_sc_hd__clkdlybuf4s50_1, number of global-route vias before repair=approximately 3k, maximum operating frequency=around 84 MHz, H-tree levels=1, Most used DFF post-synth=sky130_fd_sc_hd__dfxtp_1, share of the yosys chip area belonging to registers=8.998%, number of filler instances in the final layout=between 600 and 700, HPWL reported at the end of detailed placement=7.176 mm, leakage power of the design=around 1.8 nW, total congestion overflow=0, most used logic cell in the final layout=sky130_fd_sc_hd__ha_1, final worst-path cycle share=a little under 90%, Log Warnings=32, final routed wire length divided by cell count=15.41 µm, first-pass iteration count of the detailed router=4, critical path's largest stage delay=roughly 780 ps, Die Y-Extent=between 80 and 90 µm, kind of path behind the tightest hold check=in -> reg, PwrDens=approximately 140 nW/µm², YS chip area=between 3000 and 4000 µm², Antenna Diode Count=0, clock tree from TritonCTS=yes, worst ir drop on vdd=around 0.057 mV, chip area=roughly 7500 µm², max-slew headroom at the worst pin=between 50 and 60%, clock sinks=16, Worst setup EP type=flip-flop, number of unique standard cell types used by synthesis=~66, min Tclk post-route=roughly 12,000 ps, global-route wire length before repair=roughly 15 mm, Yosys reg bits=16, number of instances resized during post-cts repair=0, number of buffers on the longest clock path=2, Max Fanout on Critical Path=10, Final TNS setup=0 ps, Setup CP Type=in -> reg, number of max-cap violations=0, cell type with the largest total area after synthesis=sky130_fd_sc_hd__ha_1, actual slew at the worst max-slew pin=roughly 740 ps, arrival time worst endpoint=~12,000 ps, CP bufs+invs=4, end point of the critical path=c[14], Critical Path Start Type=primary input, flip-flops with a built-in enable=0, number of violations reported at the end of detailed-routing iteration 0=roughly 170, cells in synth_stat.txt=463, result of the run=completed, least setup slack across all paths after layout=roughly 1900 ps, most used cells in the layout excluding fill and tap cells=60 x sky130_fd_sc_hd__ha_1, 35 x sky130_fd_sc_hd__a21oi_1, 34 x sky130_fd_sc_hd__nand2_1, number of warning messages in the yosys log=1, DRC Markers=0, vias per std cell=about 5.8, Hold Buf Count CTS=0, area of the core=between 6000 and 7000 µm², pin count of the biggest net entering global routing=24, io pins=34, final wirelength=8.999 mm, final count of hold timing violations=0, initial standard-cell utilization of the core=52.11%, combinational gate area=3067 µm², aggregate global-route resource usage=roughly a quarter, kind of cell adding the most delay to the critical path=AND-OR/OR-AND gates, number of standard cells after synthesis=~460, flip-flop count of the largest register after layout=16, final setup violation count=0, root buffer cell=sky130_fd_sc_hd__clkbuf_8, count of nets left with antenna violations after detail routing=0, CTS buffer count=3, portion of synthesized cell area occupied by the leading cell type=between 20% and 30%, buffers inserted during post-CTS setup optimization=0, RSZ-0062 raised after global routing=false, cell depth of the worst setup path=43, Sequential Area=320.3 µm², share of the core filled with cells in the final layout=between 50 and 60%, number of max-slew violations in the final report=0, Buffers on Ports=33, number of rows created at floorplan=30
[cells by family after synthesis]
logic type | after synthesis | share of synthesized area (%)
AND-OR/OR-AND | 153 | 29.32
AND/OR/NAND/NOR | 136 | 19.44
adder cells (fa/ha/maj) | 67 | 25.03
buffers and inverters | 45 | 4.850
XOR/XNOR | 27 | 6.643
multiplexers | 19 | 5.729
flip-flops | 16 | 8.998
[worst min-delay path, stage by stage]
cell	delay (ps)
sky130_fd_sc_hd__clkdlybuf4s50_1	570
sky130_fd_sc_hd__nand2_1	120
sky130_fd_sc_hd__o211a_1	130
[cells in the mapped netlist, types with 3 or more instances]
cell type                  number
sky130_fd_sc_hd__nand2_1       34
sky130_fd_sc_hd__or3_1          3
sky130_fd_sc_hd__o21bai_1       6
sky130_fd_sc_hd__a21oi_1       35
sky130_fd_sc_hd__ha_1          60
sky130_fd_sc_hd__inv_2          3
sky130_fd_sc_hd__mux2i_1        8
sky130_fd_sc_hd__xor2_1         6
sky130_fd_sc_hd__dfxtp_1       16
sky130_fd_sc_hd__o21ai_0       11
sky130_fd_sc_hd__nor2b_1       13
sky130_fd_sc_hd__o221ai_1       4
sky130_fd_sc_hd__fa_1           7
sky130_fd_sc_hd__clkbuf_1      12
sky130_fd_sc_hd__mux2_2         9
sky130_fd_sc_hd__xnor2_1       21
sky130_fd_sc_hd__nor2_1        31
sky130_fd_sc_hd__and2_1         6
sky130_fd_sc_hd__a31oi_1        8
sky130_fd_sc_hd__nor3_1         7
sky130_fd_sc_hd__o31ai_1        3
sky130_fd_sc_hd__inv_1         28
sky130_fd_sc_hd__and3_1         6
sky130_fd_sc_hd__o21a_1         8
sky130_fd_sc_hd__nand2b_1       9
sky130_fd_sc_hd__o22ai_1        5
sky130_fd_sc_hd__a21o_1        16
sky130_fd_sc_hd__a211oi_1       6
sky130_fd_sc_hd__o211ai_1       4
sky130_fd_sc_hd__nand3_1       11
sky130_fd_sc_hd__o21ai_1       18
[per-layer routing]
metal	vias up	share of wire (%)	routed length, µm	GRT usage, %
li1	1762	-	-	-
met1	1563	55	4943	43.24
met2	75	41	3716	37.73
met3	2	3.4	310	0.6763
met4	0	0.31	28	1.212
met5	-	0	0	0
[power breakdown]
part | internal [W] | leakage [nW] | switching [W]
Combinational | 0.000226 | 1.64 | 0.000247
Clock | 0.0000192 | 0.0216 | 0.0000123
Sequential | 0.0000595 | 0.133 | 0.00000270
[worst min-delay path by stage]
stage | cells after the start | slack [ps] | from | to
CTS | 3 | 3360 | b[7] | c[9]
global route | 3 | 3410 | b[7] | c[9]
finish | 3 | 3380 | b[7] | c[9]
[stage by stage]
| stage | power (W) | cell area [µm²] | cells | hold slack, ps |
|---|---|---|---|---|
| 4_1_cts | 0.0005648 | 4018 | 584 | 3365 |
| 2_1_floorplan | 0.0004217 | 3560 | 463 | 2919 |
| 3_5_place_dp | 0.0005289 | 3976 | 581 | 3415 |
| 6_report | 0.0005664 | 4018 | 584 | 3383 |
| 5_1_grt | 0.0006325 | 4018 | 584 | 3409 |
| 3_3_place_gp | 0.0005263 | 3976 | 581 | 3419 |
[final cells by class]
cell class / instances / area share [%]
Multi-Input combinational cell: 402 / 76.33
Timing Repair Buffer: 36 / 8.782
Sequential cell: 16 / 7.973
Tap cell: 96 / 2.990
Inverter: 31 / 2.896
Clock buffer: 3 / 1.028
Power figures rest on the tool's default switching activity, not on a simulated workload.
