==> ./design.v <==
module test5(f,a,b,clk,cr);
	   input [7:0]a,b;
		input clk,cr;
	   output reg[15:0]f;
	   integer i,b1;
		always @(posedge clk)
		begin
		if(cr==0)
			f=16'b0000_0000_0000_0000;
		else
		begin
			b1=a;
			f = 16'b0000_0000_0000_0000;
			for (i=0;i<8;i=i+1)
			begin
				if(b[i] == 1) 
				f = f + b1;
				b1 = b1*2;
				 end
			end 
		end
endmodule 
==> ./run.sh <==
#!/bin/bash
# OpenROAD 26Q1-2900-gdf79404cd8, Yosys 0.63+post, stock flow scripts
make -C /OpenROAD-flow-scripts/flow DESIGN_CONFIG=/design/flow/config.mk WORK_HOME=/design/flow/orfs finish
==> ./config.mk <==
export PLATFORM = sky130hd
export DESIGN_NAME = test5
export DESIGN_NICKNAME = test5
export VERILOG_FILES = /design/flow/design.v
export SDC_FILE = /design/flow/constraint.sdc
export NUM_CORES = 4
export LEC_CHECK = 1
export CORE_UTILIZATION = 30
==> ./constraint.sdc <==
current_design test5

set clk_period 18.4
set clk_io_pct 0.2

create_clock -name clk0 -period $clk_period [get_ports {clk}]

set non_clock_inputs [all_inputs -no_clocks]
set_input_delay [expr $clk_period * $clk_io_pct] -clock clk0 $non_clock_inputs
set_output_delay [expr $clk_period * $clk_io_pct] -clock clk0 [all_outputs]
==> ci_impl_report.md <==
## Synthesis and layout report

| Metric | Value |
|---|---|
| Outcome | `finished clean` |
| Max incr delay on CP | `0.75 ns` |
| Worst path bufs/invs | `3` |
| Clock tree from TritonCTS | `done` |
| Ant. Diodes | `0` |
| Setup TNS | `0 ns` |
| Sw Ratio | `0.445` |
| Vias in the first global route | `3070` |
| Top cells by area | `ha_1 (21%), dfxtp_1 (9.0%), xnor2_1 (5.2%)` |
| Ratio of cells with drive above 1 in the final layout | `0.0612` |
| Cells after Synth | `463` |
| Starting Density | `0.310` |
| Fill cells | `1113` |
| Die W | `111 µm` |
| CP endpoint kind | `flop` |
| WP data arrival | `12.91 ns` |
| Post-Syn Area | `0.00356 mm²` |
| Setup bufs post-CTS | `0` |
| Crit-path slowest cell | `clkdlybuf4s50_1` |
| Delay-heaviest family, CP | `AND-OR/OR-AND gates` |
| Clock root cell | `clkbuf_16` |
| Core area | `0.0115 mm²` |
| Antenna-violating nets left | `0` |
| Most frequent logic cells in the routed design | `ha_1 (60), a21oi_1 (35), nand2_1 (34), clkdlybuf4s50_1 (33), nor2_1 (31)` |
| Die height | `111 µm` |
| NetSw | `199 µW` |
| Clock slew seen by the registers of the worst setup and hold paths | `0.05 ns` |
| Largest net degree at the start of global routing | `24` |
| CP Launch Type | `primary input` |
| RSZ-0062 raised after global routing | `false` |
| Reg power frac | `0.105` |
| Vias | `3366` |
| Combinational power share | `0.790` |
| DP HPWL | `7130 µm` |
| Hold depth | `3` |
| Vias/cell | `5.32` |
| Initial antenna violation count | `0` |
| YS chip area | `0.00356 mm²` |
| Wire length per cell | `13.7 µm` |
| Register share after synthesis | `0.0900` |
| Leak | `0.00183 µW` |
| DR pass1 iterations | `4` |
| Synth-to-Final Area Change | `16.1%` |
| Final min period | `12.78 ns` |
| Clock Tree Buf Depth | `2` |
| Post-synthesis async set-or-reset flop share | `0` |
| Clk pwr share | `0.105` |
| Data required, critical path | `18.54 ns` |
| Log Warnings | `31` |
| Final hold slack | `4.26 ns` |
| Worst Tran Pin Value | `0.713 ns` |
| Residual DRC | `0` |
| Yosys warnings | `1` |
| DIE AREA | `0.0123 mm²` |
| Max-cap violations | `0` |
| Ys flops | `16` |
| Row count | `39` |
| Hold Path End | `f[9]$_SDFF_PN0_` |
| Slew headroom | `0.523` |
| Power density over the cells | `108 mW/mm²` |
| H-tree depth | `1` |
| Resized Gates After CTS | `0` |
| Crit-path max FO | `10` |
| Final Cycle Share | `0.694` |
| Hold Path Origin | `b[7]` |
| Synth top area share | `0.211` |
| Port Buffer Count | `33` |
| VDD IR max | `0.0504 mV` |
| Number of synthesized flops with an enable pin | `0` |
| Crit path top cell by count | `ha_1` |
| Critical path class | `in2reg` |
| Grt total ovfl | `0` |
| Yosys Instances | `463` |
| Syn_area_per_cell | `7.69 µm²` |
| Most numerous logic cell after layout | `ha_1` |
| RD Place Congestion | `0.931` |
| Total GRT Usage | `0.144` |
| First-pass GRT wire length | `14900 µm` |
| DRT iter0 DRCs | `230` |
| Unique cell types | `66` |
| Fin. max-slew vios | `0` |
| Final setup fails | `0` |
| WL final | `8660 µm` |
| Total CTS buffers | `3` |
| Commonest flop | `dfxtp_1` |
| Final core occ | `0.360` |
| Final tally of hold violations | `0` |
| CTS Hold Bufs | `0` |
| Synth area leader | `ha_1` |
| Internal Power | `247 µW` |
| Clk sinks | `16` |
| Upper clock frequency limit | `78.3 MHz` |
| Top Ports | `34` |
| Hold Path Class | `in2reg` |
| Max FFs per register | `16` |
per-stage QoR:
stage	std cells	total power, µW	area, µm²	worst slack [ns]
3_5_place_dp	629	395	4040	5.36
5_1_grt	633	497	4130	4.72
4_1_cts	633	447	4130	5.58
3_3_place_gp	629	391	4040	5.58
6_report	633	446	4130	5.62
2_1_floorplan	463	316	3560	6.73
worst max path at each step:
| stage | startpoint | endpoint | slack (ns) | cells after the start |
|---|---|---|---|---|
| CTS | a[1] | f[15]$_SDFF_PN0_ | 5.58 | 42 |
| global route | a[1] | f[14]$_SDFF_PN0_ | 4.72 | 41 |
| finish | a[1] | f[15]$_SDFF_PN0_ | 5.62 | 42 |
cells by family after synthesis:
group,Yosys count,share of synthesized area
AND/OR/NAND/NOR,136,0.194
XOR/XNOR,27,0.0664
flip-flops,16,0.0900
buffers and inverters,45,0.0485
multiplexers,19,0.0573
adder cells (fa/ha/maj),67,0.250
AND-OR/OR-AND,153,0.293
cells in the mapped netlist, drive strengths merged, types with 4 or more instances:
| master | number |
|---|---|
| ha | 60 |
| a21oi | 37 |
| nand2 | 34 |
| inv | 31 |
| nor2 | 31 |
| o21ai | 31 |
| xnor2 | 21 |
| a21o | 16 |
| dfxtp | 16 |
| nor2b | 13 |
| clkbuf | 12 |
| mux2 | 11 |
| nand3 | 11 |
| nand2b | 9 |
| a31oi | 8 |
| mux2i | 8 |
| nor3 | 8 |
| o21a | 8 |
| fa | 7 |
| o21bai | 7 |
| a211oi | 6 |
| and2 | 6 |
| and3 | 6 |
| xor2 | 6 |
| o22ai | 5 |
| o211ai | 4 |
| o221ai | 4 |
layer usage:
layer | global-route usage | part of all wire
met5 | 0 | 0
met4 | 0.0142 | 0.0046
met3 | 0.0100 | 0.031
met2 | 0.228 | 0.44
met1 | 0.222 | 0.52
layout make-up:
class                           instances  area [µm²]  area share
Multi-Input combinational cell        402        3070       0.742
Timing Repair Buffer                   37         360      0.0872
Sequential cell                        16         320      0.0775
Tap cell                              143         179      0.0433
Inverter                               31         116      0.0282
Clock buffer                            4        88.8      0.0215
power by group through the flow:
stage,registers (µW),logic (µW),clock network (µW)
CTS,47.0,352,48.0
finish,46.8,352,46.9
global route,47.8,399,49.3
Power figures rest on the tool's default switching activity, not on a simulated workload.
