## ./design.v

```verilog
module test8(clk,d_out,w_out);
input clk;
output [7:0]d_out;
output [7:0]w_out;
reg[31:0]sec_out=0;
reg[7:0]d_out;
reg[7:0]w_out;
reg[3:0]count=0;
always@(posedge clk)
begin
  sec_out<=sec_out+1'b1;       
  if(sec_out==32'd49999999)
   begin
    sec_out<=32'd0;
    count<=count+1'b1;
        end
    if(count==4'd7)
         begin
          count<=4'd0;
          end
          else begin
          count<=count+1'b1;
          end
			 case(count)
         4'd0:begin w_out<=8'b01111111;d_out<=8'b00111111;  end
         4'd1:begin w_out<=8'b10111111;d_out<=8'b00000110;  end
         4'd2:begin w_out<=8'b11011111;d_out<=8'b01011011;  end
         4'd3:begin w_out<=8'b11101111;d_out<=8'b11001111;  end
         4'd4:begin w_out<=8'b11110111;d_out<=8'b01100110;  end
         4'd5:begin w_out<=8'b11111011;d_out<=8'b01101101;  end
         4'd6:begin w_out<=8'b11111101;d_out<=8'b01111100;  end
         4'd7:begin w_out<=8'b11111110;d_out<=8'b00000111;  end
         default:begin w_out<=8'bz;d_out<=8'bz;  end
        endcase
end        
endmodule 
```

## ./constraint.sdc

```tcl
current_design test8

set clk_period 1.6
set clk_io_pct 0.2

create_clock -name clk0 -period $clk_period [get_ports {clk}]

set non_clock_inputs [all_inputs -no_clocks]
set_input_delay [expr $clk_period * $clk_io_pct] -clock clk0 $non_clock_inputs
set_output_delay [expr $clk_period * $clk_io_pct] -clock clk0 [all_outputs]
```

## ./run.sh

```bash
#!/bin/bash
# OpenROAD 26Q1-2900-gdf79404cd8, Yosys 0.63+post, stock flow scripts
make -C /OpenROAD-flow-scripts/flow DESIGN_CONFIG=/design/flow/config.mk WORK_HOME=/design/flow/orfs finish
```

## ./config.mk

```make
export PLATFORM = sky130hd
export DESIGN_NAME = test8
export DESIGN_NICKNAME = test8
export VERILOG_FILES = /design/flow/design.v
export SDC_FILE = /design/flow/constraint.sdc
export NUM_CORES = 4
export LEC_CHECK = 1
export CORE_AREA = 10 10 72 72
export DIE_AREA = 0 0 82 82
```

==> impl_metrics.ini <==
; yosys + openroad results
[synth]
synthAoiAreaFrac = 0.0736
synth_sequential_area_ratio = 0.622
ys_sh_adder = 0.102
ys_cells = 53
synth_warnings = 3
simple_gate_share = 0.119
synthTopLogicFamily = simple AND/OR/NAND/NOR gates
yosysUniqueCellTypes = 15
ys_ff = 19
syn_area_um2 = 612
yosys_area_um2 = 612
xor_area_frac = 0.0143
ys_top_cells_by_area = dfxtp_1, ha_1, o21a_1
largest_area_cell = dfxtp_1
syn_inst = 53
avgSynthCellArea_um2 = 11.5
top_cell_area_share = 0.622
mux_area_frac = 0.0245

[drt]
ant_nets = 0
wl_um = 1060
drtPass1Iterations = 4
drc = 0
wire_per_inst_um = 8.92
vias = 392
vias_per_cell = 3.29
num_antenna_cells = 0
drtIter0Drc = 29

[floorplan]
chip_area_um2 = 6720
rows = 22
die_w_um = 82
core_um2 = 3690
initial_utilization = 0.166
die_y_um = 82
ioPinCount = 17

[worst_setup_path]
crit_buf_inv = 1
r2r_cells = 4
cp_slowest_stage_delay_ns = 0.47
cp.depth = 1
critPathKind = reg -> out
crit_path_start_kind = flop
cp.arrival_ns = 1.03
crit_slowest_cell = clkdlybuf4s50_1
critPathCaptureType = primary output
crit_chain = clkdlybuf4s50_1
cp_max_fo = 1
required_ns = 1.28
cp_top_family = buffers and inverters

[cts]
cts_tree = built
clockRootBuffer = clkbuf_8
htree_levels = 1
postCtsSetupBuffers = 0
ctsHoldBuffers = 0
clock-sinks = 19
clock_tree.buffer_depth = 2
ctsResizeCount = 0
clkLatencyLatePin_ns = 0.25
cts_buffers = 3
clk_pin_slew_worst_paths_ns = 0.07

[sta]
fin_tns_setup_ns = 0
rsz0062_at_grt = false
slew_headroom = 0.778
fin_skew_ns = 0.00204
worst_slew_pin_slew_ns = 0.333
period_minus_slack_ns = 1.35
slew_viol_final = 0
finalHoldViolations = 0
post-route-period-util = 0.845
max_freq_mhz = 740
setup_viol = 0
hold_slack_ns = 0.528
fin_ws_ns = 0.248

[global_routing]
grt_pass1_vias = 374
grt_overflow = 0
track_usage = 0.0319
antenna_found_initial = 0
grt_pass1_wl_um = 1690
grt_max_degree = 14

[power]
p_switching_uw = 145
swShare = 0.184
power_density_nw_per_um2 = 913
peakVddDrop_v = 0.000240
p_comb_frac = 0
internal_power_uw = 645
leakagePower_nw = 0.344
clockPowerShare = 0.402
seq_power_share = 0.598

[layout]
drive_gt1_frac = 0.113
syn_to_final_growth_pct = 41.5
finalInstanceArea_um2 = 866
final_cells = 119

[place]
pre_cts_slack_ns = 0.390
place_congestion = 0.771
place.port_buffers = 16
dp_hpwl_um = 763
place_area_um2 = 820
dp.cells = 115

[worst_hold_path]
hp-class = reg -> reg
whs_path_depth = 1

[status]
status = completed

[flow_run]
maxCapViolations = 0
log.warning_count = 29
[flip-flops by register name, summed over array words and instances, names as in the netlist]
signal,cells
w_out,7
count,4
d_out,8
[power groups by stage]
stage / Clock [mW] / Sequential [mW] / Combinational [mW]
final: 0.318 / 0.473 / 0.000000166
after global routing: 0.351 / 0.472 / 0.000000166
after CTS: 0.331 / 0.473 / 0.000000166
[Yosys cell counts]
cell	instances
buf_2	1
buf_4	2
dfxtp_1	19
ha_1	5
inv_2	2
mux2_4	1
nand2_1	5
nand2b_1	1
nand3_1	4
nor2_1	1
nor3_1	1
o21a_1	4
o21ai_0	3
or3_1	3
xor2_1	1
[per-layer routing]
metal	vias to the layer above	part of all wire	global-route usage
met5	-	0	0
met4	0	0.016	0.00850
met3	2	0.19	0.0220
met2	16	0.37	0.0478
met1	167	0.42	0.0363
li1	207	-	-
[path summary, 6_finish.rpt]
path	start	endpoint	slack, ns
worst max-delay path	w_out[7]$_SDFF_PP1_	w_out[7]	0.25
worst min-delay path	count[1]$_SDFF_PN0_	w_out[1]$_SDFF_PN1_	0.53
worst max register to register	count[0]$_SDFF_PN0_	d_out[3]$_DFF_P_	0.37
worst min register to register	count[1]$_SDFF_PN0_	w_out[1]$_SDFF_PN1_	0.53
[cell type report]
cell class              instances  area, um^2
clock buffers                   3        41.3
clock inverters                 1        5.00
fillers                       398        2820
inverters                       2        7.51
multi-input cells              29         204
flip-flops and latches         19         380
well taps                      48        60.1
repair buffers                 17         168
[layout by cell type, fill, tap and decap left out]
master / Yosys / layout
or3_1: 3 / 3
nand2b_1: 1 / 1
nand3_1: 4 / 4
buf_4: 2 / 1
o21a_1: 4 / 4
clkbuf_8: 0 / 3
mux2_4: 1 / 1
clkdlybuf4s50_1: 0 / 16
inv_2: 2 / 2
o21ai_0: 3 / 3
clkinv_2: 0 / 1
nand2_1: 5 / 5
nor2_1: 1 / 1
dfxtp_1: 19 / 19
ha_1: 5 / 5
nor3_1: 1 / 1
xor2_1: 1 / 1
[cell families (layout without fill, tap and decap cells)]
| group | after synthesis | in the layout |
|---|---|---|
| compound gates | 7 | 7 |
| xor+xnor | 1 | 1 |
| fa+ha+maj | 5 | 5 |
| buf+inv | 5 | 23 |
| flops | 19 | 19 |
| mux | 1 | 1 |
| simple gates | 15 | 15 |
[through the flow]
step	utilization	power, mW
floorplan	-	0.484
global placement	0.222	0.484
detailed placement	0.222	0.484
CTS	0.235	0.804
global route	0.235	0.824
finish	0.235	0.791
Power figures rest on the tool's default switching activity, not on a simulated workload.
